File: flow/config.mk
export PLATFORM = sky130hd
export DESIGN_NAME = uart_tx
export DESIGN_NICKNAME = uart_tx
export VERILOG_FILES = /design/flow/design.v
export SDC_FILE = /design/flow/constraint.sdc
export NUM_CORES = 4
export LEC_CHECK = 1
export CORE_AREA = 10 10 89 89
export DIE_AREA = 0 0 99 99
File: flow/constraint.sdc
current_design uart_tx

set clk_period 2.1
set clk_io_pct 0.2

create_clock -name clk0 -period $clk_period [get_ports {clk}]

set non_clock_inputs [all_inputs -no_clocks]
set_input_delay [expr $clk_period * $clk_io_pct] -clock clk0 $non_clock_inputs
set_output_delay [expr $clk_period * $clk_io_pct] -clock clk0 [all_outputs]
File: flow/run.sh
#!/bin/bash
# OpenROAD 26Q1-2900-gdf79404cd8, Yosys 0.63+post, stock flow scripts
make -C /OpenROAD-flow-scripts/flow DESIGN_CONFIG=/design/flow/config.mk WORK_HOME=/design/flow/orfs finish
File: flow/design.v
module uart_tx (tx,clk,tx_data,tx_busy,reset,tx_start,tick);
  input clk,tx_start,reset;
  input reg [7:0]tx_data;
  output reg tx,tx_busy;
  reg [3:0]index;
  reg [9:0]tx_shift;
  input logic tick;
  typedef enum logic[0:0]{
 idle = 1'b0,
 trans= 1'b1
  }state_t;
  state_t state = idle;
  always @(posedge clk or posedge reset)
    begin 
      if (reset) begin 
      tx_busy<=0;
        tx<=1'b1;
        index<=0;
        state<=idle;
      end
      else begin
        case (state)
            idle : begin
              tx<=1'b1;
              index<=0;
              tx_busy<=0;
              if (tx_start)begin 
                tx_busy<=1;
                tx_shift ={1'b1,tx_data,1'b0};
                state <=trans;
              end
            end
            trans: begin 
              if (tick)begin 
                tx<=tx_shift[index];
              index<=index+1;
              end
              if (index==10) begin state <= idle;
                tx_busy <=0;
              end;
            end
        endcase
          end
    end
endmodule 
==> qor.log <==
INFO  die            initial_utilization=11.1%
INFO  critical_path  worstSetupPathDepth=1
INFO  synth          post_synth_instance_area=663um^2
INFO  route          route.final.wire_length=1320um
INFO  clocking       tritoncts=yes
INFO  sta            final_min_period_over_clock_period=79.1%
INFO  route          detail_route.iter0.violations=29
INFO  pwr            power.switching=278uW
INFO  synth          asyncSetResetFlopFracSynth=46.7%
INFO  synth          synth_chip_area=663um^2
INFO  pwr            static-leakage-power=0.346nW
INFO  critical_path  timing.setup.critical_path_class=reg2out
INFO  synth          synthDominantAreaCellType=sky130_fd_sc_hd__edfxtp_1
INFO  sta            worst-slew-pin-transition=368ps
INFO  pwr            p_seq_share=49.9%
INFO  route          post-route-drc-count=0
INFO  synth          cell_with_the_most_instances_after_synthesis=sky130_fd_sc_hd__edfxtp_1
INFO  clocking       cts_sinks=15
INFO  critical_path  timing.critical_path.max_delay_family=flip-flops
INFO  critical_path  critical_path_arrival=1240ps
INFO  critical_path  critical_path.n_buffers_inverters=1
INFO  critical_path  cp_data_required_time=1680ps
INFO  sta            finalHoldViolations=0
INFO  clocking       worstSkewPairLatency=240ps
INFO  synth          ys_seq_share=62.8%
INFO  synth          ys_dominant_reg_cell=sky130_fd_sc_hd__edfxtp_1
INFO  sta            timing.setup.tns=0ps
INFO  pwr            power_switching_share=29.3%
INFO  route          detailroute.via_count=409
INFO  critical_path  critical_path.cell_chain=clkdlybuf4s50_1
INFO  synth          avgSynthCellArea=12.8um^2
INFO  sta            grt_setup_unrepaired=false
INFO  pwr            p_comb_share=26.5%
INFO  synth          netlist_top_cells_area=sky130_fd_sc_hd__edfxtp_1 36%, sky130_fd_sc_hd__dfrtp_1 23%, sky130_fd_sc_hd__mux2i_1 6.0%, sky130_fd_sc_hd__dfstp_2 4.0%, sky130_fd_sc_hd__and2_1 3.8%
INFO  clocking       cts-htree-levels=1
INFO  pwr            clkPwrFrac=23.6%
INFO  clocking       clock_path_buffers=2
INFO  pwr            cell_internal_pwr=673uW
INFO  synth          synth_top_area_share=36.2%
INFO  clocking       cts_hold_buffers=0
INFO  die            design.core.area=5990um^2
INFO  cells_and_area n_fill_cell=645
INFO  synth          synth-edff-count=8
INFO  synth          netlist-cell-type-count=23
INFO  die            dieArea=9800um^2
INFO  die            ioPinCount=14
INFO  clocking       cts.repair.resized=0
INFO  critical_path  reg2regPathDepth=4
INFO  route          detail_route.antenna_diodes=0
INFO  global_routing number_of_global_route_vias_before_repair=454
INFO  placement      gpl.final_weighted_congestion=0.720
INFO  route          detail_route.first_pass.iterations=3
INFO  synth          ys_cells=52
INFO  min_path       min-delay-path-class=in2async
INFO  job            warning_count=26
INFO  placement      numPortBuffers=13
INFO  cells_and_area layout-area-overhead-vs-synth=39.2%
INFO  global_routing grt_max_degree=10
INFO  synth          yosys-top-cells-count=8 x sky130_fd_sc_hd__edfxtp_1, 6 x sky130_fd_sc_hd__dfrtp_1, 5 x sky130_fd_sc_hd__nand2_1
INFO  critical_path  worstSetupStartpointType=register
INFO  global_routing grt_antenna_before_repair=0
INFO  synth          synthCells=52
INFO  pwr            ir_drop=257uV
INFO  route          routedWlPerCell=9.22um
INFO  clocking       post_cts.repair.setup_buffers=0
INFO  critical_path  timing.critical_path.to_type=output pin
INFO  cells_and_area final_layout_size_suffix_gt1_share=7.35%
INFO  placement      place_ws=517ps
INFO  pwr            powerDensity=1030nW/um^2
INFO  clocking       clk_pin_slew=60ps
INFO  sta            final_max_slew_viol_count=0
INFO  critical_path  crit_path_max_incr_delay=530ps
INFO  die            die_height=99um
INFO  placement      dp_hpwl=1040um
INFO  route          route.detailed.vias_per_inst=2.86
INFO  sta            slew-limit-headroom=75.5%
INFO  die            die_w=99um
INFO  critical_path  slowest_stage=sky130_fd_sc_hd__dfstp_2
INFO  route          ant_nets_after_route=0
INFO  global_routing grt.overflow.total=0
INFO  sta            timing.final.ws_setup=438ps
INFO  sta            fin_worst_skew=2.35ps
INFO  global_routing wire_length_of_the_first_global_routing_pass=2260um
INFO  clocking       cts-root-buf=sky130_fd_sc_hd__clkbuf_8
INFO  die            row_count=28
INFO  sta            report.final.setup_viol=0
INFO  global_routing global_route.usage.total=2.77%
INFO  synth          postSynthRegisterBits=15
INFO  critical_path  cp_max_fo=2
INFO  synth          synthesis.yosys.warnings=1
INFO  run_status     status=completed
INFO  sta            post-route-min-period=1660ps
INFO  clocking       tritoncts.num_buffers=3
INFO  sta            fmax=602MHz
INFO  job            timing.max_cap.violations=0
logic make-up after synthesis:
| family | share of synthesized area, % |
|---|---|
| simple gates | 12.6 |
| flops | 62.8 |
| compound gates | 6.60 |
| buf+inv | 4.15 |
| mux | 6.04 |
| xor+xnor | 3.96 |
| fa+ha+maj | 3.77 |
layer usage:
layer / vias to the layer above / routed length, um / track usage [%] / part of all wire, %
li1: 210 / - / - / -
met1: 190 / 566 / 3.16 / 43
met2: 7 / 615 / 4.56 / 47
met3: 2 / 103 / 1.13 / 7.8
met4: 0 / 34 / 0.992 / 2.6
met5: - / 0 / 0 / 0
metrics by stage:
step	total power, mW	area [um^2]	instances	hold slack, ps	utilization [%]
2_1_floorplan	0.636	663	52	223	-
3_3_place_gp	0.733	878	139	506	14.7
3_5_place_dp	0.736	878	139	508	14.7
4_1_cts	0.969	923	143	450	15.4
5_1_grt	1.03	923	143	494	15.4
6_report	0.951	923	143	445	15.4
final cells by class:
class / count / area (um^2) / area share, %
inverter: 3 / 11.3 / 1.22
timing repair buffer: 14 / 138 / 14.9
sequential: 15 / 417 / 45.1
tap: 75 / 93.8 / 10.2
clock buffer: 4 / 45.0 / 4.88
multi-input combinational: 32 / 219 / 23.7
layout by cell type (no fill, tap or decap), drive strengths merged, types with 2 or more instances in the layout:
cell           count
clkdlybuf4s50     13
edfxtp             8
dfrtp              6
nand2              5
mux2i              4
and2               4
clkbuf             4
a21oi              3
inv                3
nand3              2
xnor2              2
ha                 2
power by group through the flow:
stage	Clock, mW	Sequential [mW]	Combinational, mW
finish	0.225	0.475	0.252
global route	0.244	0.491	0.291
CTS	0.234	0.476	0.259
registers in the layout (all words and copies together) (netlist names):
| signal | count |
|---|---|
| tx_busy | 1 |
| tx_shift | 8 |
| index | 4 |
| state | 1 |
| tx | 1 |
path summary, 6_finish.rpt:
check                          from       to  slack (ps)
setup / recovery                 tx       tx         440
min in group clk0           tx_busy  tx_busy         530
hold / removal                reset    state         450
max in group asynchronous     reset       tx        1380
setup reg to reg           index[1]       tx         820
hold reg to reg             tx_busy  tx_busy         530
No activity file was given, so power comes from the tool's default toggle rates.
