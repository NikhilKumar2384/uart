$ cat design/flow/config.mk
export PLATFORM = sky130hd
export DESIGN_NAME = uart_rx
export DESIGN_NICKNAME = uart_rx
export VERILOG_FILES = /design/flow/design.v
export SDC_FILE = /design/flow/constraint.sdc
export NUM_CORES = 4
export LEC_CHECK = 1
export CORE_UTILIZATION = 50
$ cat design/flow/run.sh
#!/bin/bash
# OpenROAD 26Q1-2900-gdf79404cd8, Yosys 0.63+post, stock flow scripts
make -C /OpenROAD-flow-scripts/flow DESIGN_CONFIG=/design/flow/config.mk WORK_HOME=/design/flow/orfs finish
$ cat design/flow/design.v
module uart_rx(clk,reset,rx,rx_valid,rx_data,tick);
  input clk,rx,reset;
  output reg rx_valid;
  output reg [7:0]rx_data;
  input logic tick;
 parameter CLK_PER_BIT=5208; 
  typedef enum logic[1:0] {
    idle   = 2'b00,
    start  = 2'b01,
    receive = 2'b10,
    stop   = 2'b11
  } state_t;
  state_t state = idle;
  reg [3:0] index;
  reg [31:0] tick_count;
  reg [8:0] shift_reg;
  always @(posedge clk or posedge reset) begin
    if (reset) begin
      state      <= idle;
      rx_valid   <= 0;
      rx_data    <= 0;
      index      <= 0;
      tick_count <= 0;
    end else begin
      rx_valid <= 0;  
      case (state)
        idle: begin
            if(rx==0) begin
            tick_count <= 0;
            state <= start;
          end
        end
        start: begin
          if (clk) begin
            tick_count <= tick_count + 1;
            if (tick_count ==( CLK_PER_BIT/2)) begin
              if (rx == 0) begin
                state <= receive;
                tick_count <= 0;
              index <= 0;
                          end 
              else   begin
                state <= idle;
                     end
            end
          end
        end
        receive: begin
          if (tick) begin
            shift_reg[index] <= rx;
            if (index<9) begin
              index <= index + 1;
              if (index == 8) begin
                state <= stop;
                              end
                                  end
          end
        end
        stop: begin
          if (tick) begin
            if (rx == 1) begin  
              rx_data <= shift_reg[8:1];
              rx_valid <= 1;
                          end
            state <= idle;
                     end
              end
      endcase
    end
  end
endmodule
$ cat design/flow/constraint.sdc
current_design uart_rx

set clk_period 3.2
set clk_io_pct 0.2

create_clock -name clk0 -period $clk_period [get_ports {clk}]

set non_clock_inputs [all_inputs -no_clocks]
set_input_delay [expr $clk_period * $clk_io_pct] -clock clk0 $non_clock_inputs
set_output_delay [expr $clk_period * $clk_io_pct] -clock clk0 [all_outputs]
==> summary.txt <==
Reports from this run.

- The flow ran to the end, and the final reports show no timing, DRC or antenna violations.
- The top-level I/O count reads 13.
- The first-pass GRT wire length reads 12600 microns.
- Warnings reported by Yosys during synthesis add up to 1.
- The final HPWL from detailed placement reads 4590 microns.
- The post-detailed-route via-to-cell ratio is 5.93.
- The per-cell routed wire length is 16.4 microns.
- Averaged over all synthesized cells, the footprint is 9.46 sq um.
- The global routing usage summed across all routing layers reads 0.265.
- TritonCTS built the clock tree.
- The data required time at the worst endpoint reads 3.57 ns.
- The count of unresolved DRC violations after routing reads 0.
- Once detail routing completed, the nets flagged for antenna violations numbered 0.
- The final worst slack is 0.107 ns.
- The critical setup path kind reads clk2reg.
- The total standard cell area after synthesis is 3180 sq um.
- Summed over all layers, the global routing overflow is 0.
- The number of global-route vias before repair is 3278.
- The number of antenna violations at the first check in global routing was 0.
- Per Yosys stat, the portion of area used by sequential elements is 0.445.
- Setup repair after global routing left no endpoint under its margin.
- The post-synth tally of flip-flops with integrated enable reads 8.
- The number of flip-flops under the largest register name is 32.
- The power per cell area is 938 nW/um^2.
- The report lists the cells along the critical path as clkbuf_8, clkbuf_8, clkbuf_8, clkbuf_8, clkbuf_8, clkbuf_8, nand2_1, clkbuf_8, clkbuf_8, a21oi_1, clkbuf_8, o21a_1, clkbuf_8, clkbuf_8, nor2_2.
- The horizontal extent of the die is 81.7 microns.
- The core box area is 6030 sq um.
- The critical path's slowest stage uses the library cell clkbuf_8.
- The fill cell total of the finished layout reads 459.
- The area of the multi-input gates is 1650 sq um.
- The nature of the critical path endpoint is a flop.
- Leaving out fill and tap cells, the most frequent cells in the layout are nand2_1 (55), dfrtp_1 (47), clkbuf_8 (32).
- The longest incremental delay of any stage on the critical path is reported as 0.21 ns.
- The total number of warnings across the stage logs reads 108.
- The share of the core area taken by cells at floorplan is 0.528.
- The number of cells in the yosys synthesis report is 336.
- The standard-cell row count reads 28.
- The detailed router placed 2698 vias in this run.
- The first detailed-routing pass ran for 7 iterations.
- The register bit total from synthesis is 55.
- The class of the tightest hold or removal check reads reg2reg.
- Per the layout area report, the register area comes to 1420 sq um.
- The final instance area reads 3920 sq um.
- The routed wire length reads 7470 microns.
- The setup skew after layout reads 0.00857 ns.
- The worst setup path is launched from a clock port.
- On the critical path the largest part of the delay comes from buffers and inverters.
- Per the skew report, the later register of the worst-skew pair sees a clock latency of 0.44 ns.
- In this design, the critical path's most frequently occurring cell is clkbuf_8.
- The top flip-flop cell by instance count after synthesis reads dfrtp_1.
- The layout summary lists the proportion of cells stronger than drive strength 1 as 0.200.
- The final number of setup-violating endpoints is 0.
- From bottom edge to top edge, the die measures 81.7 microns.
- The number of buffer and inverter instances along the worst setup path reads 11.
- The total cell area reported by yosys after synthesis is 3180 sq um.
- The slew at the pin closest to its max-slew limit reads 0.785 ns.
- The analysis attributes to cell leakage a power of 1.71 nW.
- The largest fanout on the critical path reads 9.
- The die covers 6680 sq um.
- Detailed-route iteration 0 reported a violation count of 173.
- The critical path data arrival time reads 3.47 ns.
- The congestion estimate from routability-driven global placement came to 0.855.
- In the synthesized netlist, the number of instances is 336.
- The reported max-cap violation count reads 0.
- The final number of hold-violating endpoints is 0.
- The total inserted antenna cells reads 0.
- The number of port buffers reads 12.
- The worst-case max-slew headroom was logged as 0.475.
- The final number of max-transition violations is 0.
- The area overhead of the layout relative to synthesis is 23.3%.
- Entering global routing, the biggest net connects 30 pins.
- The total negative slack for setup checks is 0 ns.
- The worst voltage drop across the vdd grid is 0.000564 V.
- Yosys mapped the design onto 73 distinct sky130hd cell types.
- The fraction of registers with async set or reset after synthesis is 0.855.
- Summing all placed instances gives a cell area of 3330 sq um.
- The worst slack after detailed placement reads 0.595 ns.
- The clock-pin transition on the worst setup and hold timing paths is 0.07 ns.
- Per the cell usage report, the commonest logic cell in the layout is nand2_1.
## worst reg2reg max path, cell delays in order, from the launching register on
cell and delay (ns):
dfrtp_1 0.42, inv_1 0.17, ha_1 0.16, nor3b_1 0.31
nand4_1 0.36, nor3_1 0.40, o21a_1 0.18, clkbuf_8 0.13
clkbuf_8 0.16, nor2_1 0.05
## through the flow
step | instances | utilization | hold WS, ns | power, mW
3_3_place_gp | 411 | 0.553 | 0.458 | 2.11
2_1_floorplan | 336 | - | 0.421 | 1.93
3_5_place_dp | 411 | 0.553 | 0.464 | 2.12
6_report | 455 | 0.651 | 0.472 | 3.68
4_1_cts | 456 | 0.650 | 0.477 | 3.75
5_1_grt | 455 | 0.651 | 0.500 | 3.95
## area by class of cell
cell class,instances,area share
Clock buffer,34,0.120
Timing Repair Buffer,15,0.0364
Inverter,12,0.0115
Sequential cell,55,0.361
Clock inverter,11,0.0268
Multi-Input combinational cell,253,0.421
Tap cell,75,0.0239
## synth_stat cells (6+ instances only)
| cell | count | area (sq um) |
|---|---|---|
| a21oi_1 | 10 | 50.1 |
| xor2_1 | 13 | 114 |
| nand4_1 | 15 | 93.8 |
| nand3_1 | 16 | 80.1 |
| ha_1 | 7 | 87.6 |
| dfrtp_1 | 47 | 1180 |
| nor2_1 | 30 | 113 |
| nand2_1 | 55 | 206 |
| inv_1 | 12 | 45.0 |
| o21ai_0 | 6 | 30.0 |
| clkbuf_1 | 6 | 22.5 |
| edfxtp_1 | 8 | 240 |
## timing repair
item | 4_1_cts | 5_1_grt
pin swaps | 0 | 0
setup endpoints to repair | 1 | 15
hold buffers | 0 | 0
setup buffers | 0 | 0
resized | 1 | 7
endpoints found under the hold margin | 0 | 0
## path summary, 6_finish.rpt
path	endpoint	startpoint	slack [ns]	cells after the start
worst min register to register	rx_data[1]	rx_data[1]	0.47	2
worst max-delay path	tick_count[7]	clk	0.11	15
min in group asynchronous	index[2]	reset	0.64	2
worst max register to register	tick_count[11]	tick_count[0]	0.73	9
max in group asynchronous	tick_count[11]	reset	1.96	3
worst min-delay path	rx_data[1]	rx_data[1]	0.47	2
## logic make-up (layout without fill, tap and decap cells)
family          Yosys count  count (layout)  share of synthesized area
simple gates            169             169                      0.283
compound gates           58              58                      0.148
flops                    55              55                      0.445
buf+inv                  28              72                     0.0421
xor+xnor                 16              16                     0.0441
fa+ha+maj                 7               7                     0.0275
mux                       3               3                     0.0102
## per-layer routing
metal,part of all wire,vias up,GRT usage
li1,-,1289,-
met1,0.47,1260,0.332
met2,0.42,128,0.270
met3,0.084,21,0.221
met4,0.022,0,0.230
met5,0,-,0.0333
## power by group
part | internal (mW) | total, mW | leakage (nW) | switching, mW
clock network | 1.14 | 1.94 | 0.580 | 0.806
logic | 0.262 | 0.642 | 0.418 | 0.380
registers | 0.875 | 1.09 | 0.707 | 0.219
Power figures rest on the tool's default switching activity, not on a simulated workload.
