==> flow/config.mk <==
export PLATFORM = sky130hd
export DESIGN_NAME = boud_gen
export DESIGN_NICKNAME = boud_gen
export VERILOG_FILES = /design/flow/design.v
export SDC_FILE = /design/flow/constraint.sdc
export NUM_CORES = 4
export LEC_CHECK = 1
export CORE_AREA = 10 10 88 88
export DIE_AREA = 0 0 98 98
==> flow/design.v <==
module boud_gen(clk,reset,tick);
  input clk,reset;
  output reg tick;
  reg [12:0]count;
  parameter CLK_PER_BIT = 5208;   
  always @ (posedge clk or posedge reset)
    begin
    if (reset)
      begin
        count <=0;
        tick<=0;
      end
      else begin
        if (count==CLK_PER_BIT-1)
          begin
            count <=0;
            tick<=1;
          end
        else begin
          count <=count+1;
          tick<=0;
        end
      end
      end
  endmodule 
==> flow/constraint.sdc <==
current_design boud_gen

set clk_period 2.4
set clk_io_pct 0.2

create_clock -name clk0 -period $clk_period [get_ports {clk}]

set non_clock_inputs [all_inputs -no_clocks]
set_input_delay [expr $clk_period * $clk_io_pct] -clock clk0 $non_clock_inputs
set_output_delay [expr $clk_period * $clk_io_pct] -clock clk0 [all_outputs]
==> flow/run.sh <==
#!/bin/bash
# OpenROAD 26Q1-2900-gdf79404cd8, Yosys 0.63+post, stock flow scripts
make -C /OpenROAD-flow-scripts/flow DESIGN_CONFIG=/design/flow/config.mk WORK_HOME=/design/flow/orfs finish
==> flow_metrics.tcl <==
# yosys + openroad results
set metrics [dict create \
    status "completed" \
    layout-drive-gt1-share_pct 11.1 \
    avgSynthCellArea_sq_um 11.2 \
    report.final.slew_viol_count 0 \
    syn-cell-area_sq_um 659 \
    leakagePower_nw 0.323 \
    crit_chain "ha_1, nand4_4, or4_4, a21oi_2" \
    power_uw 429 \
    path_delay_family "simple AND/OR/NAND/NOR gates" \
    cts-root-buf "clkbuf_8" \
    die_h_um 98 \
    crit_fanout 7 \
    clk_pin_slew_ns 0.05 \
    vias 440 \
    tns_ns 0 \
    clk_path_buf_depth 2 \
    vias_per_cell 3.19 \
    pin_count 3 \
    grt_overflow 0 \
    cts_tree "yes" \
    fp-utilization_pct 11.1 \
    cts.sinks 14 \
    max_stage_delay_ns 0.50 \
    yosys_warnings 1 \
    final_cell_area_sq_um 810 \
    p_per_area_nw_per_um2 530 \
    cts_setup_buffers 0 \
    grtUsageTotal_pct 2.29 \
    cp_slowest_cell "or4_4" \
    routabilityCongestion 0.832 \
    tool_warnings 25 \
    cts_resized 0 \
    max-cap-violations 0 \
    wl_per_cell_um 8.05 \
    worst_hold_path_type "reg -> reg" \
    antenna_found_initial 0 \
    ant_nets 0 \
    yosys_area_sq_um 659 \
    grt_first_pass_wirelength_um 1950 \
    ys_seq_elements 14 \
    rsz0062_at_grt "false" \
    ys_types 24 \
    clock_latency_ns 0.24 \
    start_kind "register" \
    route.antenna.diode_count 0 \
    top_cells_by_area "dfrtp_1 (53%), xor2_1 (6.6%), xnor2_1 (4.0%)" \
    critPathArrivalTime_ns 1.70 \
    portBuffers 2 \
    grt_pass1_vias 421 \
    synth_top_cell_by_area "dfrtp_1" \
    ys_cells 59 \
    hold_ws_ns 0.481 \
    clock-skew-final_ns 0.00174 \
    drt_first_pass_iters 4 \
    period_needed_ns 1.53 \
    cts_hold_buf 0 \
    maxSlewHeadroom_pct 65.0 \
    dpl-instance-area_sq_um 768 \
    worst_pin_slew_ns 0.525 \
    remaining_drc_errors 0 \
    final.period_utilization_pct 63.9 \
    setup_viol 0 \
    critPathKind "reg -> reg" \
    max_freq_ghz 0.652 \
    chip_area_sq_um 9600 \
    htreeDepth 1 \
    postSynthCellCount 59 \
    drtIter0Drc 17 \
    hpwl_um 787 \
    synth_seq_share_pct 53.1 \
    core-area_sq_um 5920 \
    area_growth_syn_to_layout_pct 22.8 \
    wl_um 1110 \
    critical_path_buf_inv_count 0 \
    top_cell_area_share_pct 53.1 \
    die_w_um 98 \
    finalHoldViolations 0 \
    cts_buffers 3 \
    end_kind "register" \
    grt_start_max_net_pins 15 \
    ir_drop_mv 0.257 \
    rows 28 \
    crit_required_ns 2.57 \
]
synthesized netlist by cell type:
library cell and count:
a21oi_1 2, a21oi_2 1, and3_1 1, and4bb_2 1
buf_2 1, dfrtp_1 14, ha_1 1, inv_1 4
nand2_1 2, nand3_1 4, nand4_1 2, nand4_4 1
nor2_1 5, nor2b_1 1, nor3_1 1, nor4_1 2
nor4bb_1 2, o21ai_0 1, o31ai_1 2, or3_1 1
or4_1 1, or4_4 1, xnor2_1 3, xor2_1 5
worst register-to-register path, stage by stage, from the launching register on:
cell	delay (ns)
dfrtp_1	0.38
ha_1	0.28
nand4_4	0.16
or4_4	0.51
a21oi_2	0.14
routing by layer:
| layer | part of all wire (%) | global-route usage [%] | vias up |
|---|---|---|---|
| li1 | - | - | 220 |
| met1 | 52 | 3.25 | 208 |
| met2 | 40 | 3.15 | 10 |
| met3 | 7.5 | 0.996 | 2 |
| met4 | 0.99 | 0.447 | 0 |
| met5 | 0 | 0 | - |
worst paths after layout:
path / startpoint / endpoint / slack (ns) / depth (start not counted)
hold / removal: count[0]$_DFF_PP0_ / count[0]$_DFF_PP0_ / 0.48 / 1
setup / recovery: count[0]$_DFF_PP0_ / count[12]$_DFF_PP0_ / 0.87 / 4
max in group asynchronous: reset / count[12]$_DFF_PP0_ / 1.47 / 2
hold reg to reg: count[0]$_DFF_PP0_ / count[0]$_DFF_PP0_ / 0.48 / 1
setup reg to reg: count[0]$_DFF_PP0_ / count[12]$_DFF_PP0_ / 0.87 / 4
min in group asynchronous: reset / count[1]$_DFF_PP0_ / 0.58 / 2
layout by cell type (no fill, tap or decap), drive strengths merged, types with 2 or more instances in the layout:
master and n:
o31ai 2, clkdlybuf4s50 2, nor2 5, nand2 2, clkbuf 3, nor4bb 2, inv 4, nand4 3
dfrtp 14, nor4 2, xnor2 3, a21oi 3, xor2 5, nand3 4, or4 2
per-stage QoR:
step                      instances  worst slack [ns]  util [%]
after floorplan                  59             0.957         -
after detailed placement        135             0.880      13.0
after global routing            138             0.710      13.7
after CTS                       138             0.863      13.7
after global placement          135             0.914      13.0
final                           138             0.866      13.7
area by class of cell:
cell class	instances	area, sq um
Clock buffer	3	41.3
Inverter	4	15.0
Multi-Input combinational cell	40	289
Timing Repair Buffer	2	20.0
Tap cell	75	93.8
Fill cell	658	5110
Sequential cell	14	350
kinds of logic after synthesis:
family	synth area share (%)
compound gates	5.88
fa+ha+maj	1.90
flops	53.1
simple gates	25.4
buf+inv	3.03
xor+xnor	10.6
report_power, final:
group	total, mW	internal, mW	leakage [nW]	switching (mW)
Clock	0.187	0.111	0.0216	0.0758
Combinational	0.00605	0.00151	0.116	0.00453
Sequential	0.236	0.236	0.186	0
sequential cells by signal, summed over array words and instances, names as in the netlist:
name	flops
tick	1
count	13
Power and IR drop assume default switching activity.
